==> ./design.v <==
`timescale 1ns/1ps
module add(
 input [7:0] a,b,input clk,
output reg [8:0] sum 
);
  always@(posedge clk) begin
    sum <= a + b;
  end
endmodule
interface add_intf();
logic clk;  
logic [7:0] a;
logic [7:0] b;
logic [8:0] sum;
endinterface
==> ./run.sh <==
#!/bin/bash
# OpenROAD 26Q1-2900-gdf79404cd8, Yosys 0.63+post, stock flow scripts
make -C /OpenROAD-flow-scripts/flow DESIGN_CONFIG=/design/flow/config.mk WORK_HOME=/design/flow/orfs finish
==> ./config.mk <==
export PLATFORM = sky130hd
export DESIGN_NAME = add
export DESIGN_NICKNAME = add
export VERILOG_FILES = /design/flow/design.v
export SDC_FILE = /design/flow/constraint.sdc
export NUM_CORES = 4
export LEC_CHECK = 1
export CORE_AREA = 10 10 73 73
export DIE_AREA = 0 0 83 83
==> ./constraint.sdc <==
current_design add

set clk_period 6.7
set clk_io_pct 0.2

create_clock -name clk0 -period $clk_period [get_ports {clk}]

set non_clock_inputs [all_inputs -no_clocks]
set_input_delay [expr $clk_period * $clk_io_pct] -clock clk0 $non_clock_inputs
set_output_delay [expr $clk_period * $clk_io_pct] -clock clk0 [all_outputs]
==> results.txt <==
Status: complete, no violations
Via count of the first global-routing pass: 465
Worst ir drop on vdd: 0.0643 mV
Deepest level of the CTS H-tree: 1
Detailed route wirelength on metal2: 563 um
Largest registers: sum (9)
Slew margin rel.: 76.2%
Combined area of all synthesized cells: 504 um2
Critical setup path kind: input pin to register
TritonCTS clock tree: yes
GRT Overall Usage: 3.85%
Hold Worst Slack: 1.71 ns
Startpoint kind of the worst setup timing path: input pin
Reg with most FFs: sum
Area of the die: 6890 um2
Number of warnings in the stage logs: 25
Number of post-CTS setup repair buffers: 0
Core Rows: 22
Time the worst path needs with I/O delays and setup: 2.80 ns
Initial cell density of the core: 13.5%
Static Leak: 0.353 nW
Post-Synthesis Cells: 51
Arrival time worst endpoint: 2.90 ns
Worst setup slack after layout: 3.90 ns
DRT antenna net count: 0
Ratio of cells with drive above 1 in the final layout: 5.00%
Largest net degree at the start of global routing: 7
Post-synthesis average cell area: 9.89 um2
Required time worst endpoint: 6.81 ns
Maximum frequency from static timing analysis: 357 MHz
Port bufs: 25
Global-route wire length before repair: 2.29 mm
Number of sinks driven by the clock tree: 9
Post-Place Worst Slack: 3.66 ns
Die extent in x: 83 um
Maximum fanout along the worst path: 2
Number of cells in Yosys stat: 51
Drt first pass iters: 4
Hold-fix buffers at CTS: 0
Height of the chip: 83 um
Ratio of total power to cell area: 213 nW/um2
Met1 routed wirelength after detailed routing: 674 um
Count of filler cells inserted in the layout: 414
Actual transition at the worst max-transition pin: 0.347 ns
Fraction of the cycle the final worst path needs: 41.8%
Total number of vias: 472
Share of synthesized registers carrying an async set or reset: 0%
GP Congestion: 0.759
Number of flip-flops in the largest register: 9
Count of yosys warnings during synthesis: 1
Top routing layer in use: met4
Pins Over Slew Limit: 0
Floorplan core area: 3740 um2
Clock-pin slew on the worst setup and hold paths: 0.04 ns
Grt ovf: 0
Syn-to-layout area delta: 70.5%
Number of top-level pins: 26
TritonCTS buffer count: 3
Total of max-cap violations: 0
Most used DFF post-synth: dfxtp_1
#FFs+latches synth: 9
Total wirelength of the detailed-routed design: 1.35 mm
Root buffer selected by CTS: clkbuf_8
Synth unique cells: 21
Tightest Hold Check Type: input pin to register
Met3 layer wire length in the routed design: 85 um
Final hold vios: 0
Antenna violations before repair: 0
Drt first-iter violations: 14
Maximum count of clock buffers along a single path: 2
Count of cells resized by post-cts repair: 0
Total setup violations reported at the end of the flow: 0
Total negative slack for setup checks: 0 ns
Nature of the critical path endpoint: register
Detailed-route vias per instance: 3.69
Routed length per placed instance: 10.5 um
Synthesis area per yosys: 504 um2
Ant diodes: 0
Number of enable flip-flop cells: 0
Sequential cell area fraction in the yosys report: 35.7%
Unrepaired setup endpoints after global routing: false
Residual DRC: 0
Post-DP HPWL: 1.16 mm
[synth_stat cells (all sizes together), types with 2 or more instances]
cell | number | share of area [%]
xnor2 | 2 | 3.5
nor3 | 2 | 2.0
a21o | 2 | 3.0
a311o | 2 | 4.0
nor2b | 2 | 2.5
ha | 8 | 20
inv | 3 | 2.2
nand2 | 3 | 2.2
nor2 | 2 | 1.5
nand3 | 2 | 2.0
dfxtp | 9 | 36
a21oi | 5 | 5.0
xor2 | 2 | 3.5
[critical path, stage by stage]
cell	delay, ns
clkdlybuf4s50_1	0.41
ha_1	0.24
fa_1	0.40
a21oi_1	0.20
nor2_1	0.06
nor2_1	0.14
o21ai_0	0.11
[where the power goes]
group | internal (mW) | total [mW] | switching [mW]
clock network | 0.0414 | 0.0620 | 0.0206
registers | 0.0637 | 0.0659 | 0.00221
logic | 0.0365 | 0.0552 | 0.0187
total | 0.142 | 0.183 | 0.0415
[path summary, 6_finish.rpt]
kind	start	to	slack (ns)	depth (start not counted)
max	a[0]	sum[8]	3.90	7
min	b[0]	sum[0]	1.71	2
[area by class of cell]
cell class | count | area (um2) | share of cell area, %
multi-input cells | 39 | 313 | 36.4
inverters | 3 | 11.3 | 1.31
clock buffers | 4 | 45.0 | 5.24
well taps | 48 | 60.1 | 6.99
flip-flops and latches | 9 | 180 | 21.0
repair buffers | 25 | 250 | 29.1
[logic make-up after synthesis]
logic type,count (synthesis),synth area share [%]
buffers and inverters,3,2.23
muxes,1,1.99
adders and majority gates,9,23.8
AOI/OAI and AO/OA,13,17.9
and+or+nand+nor,12,11.4
DFF,9,35.7
xor gates and xnor gates,4,6.95
[per-layer routing]
metal	GRT usage [%]	vias up
met1	5.39	204
li1	-	246
met3	1.18	2
met5	0	-
met2	5.45	20
met4	1.23	0
[through the flow]
| stage | area [um2] | power, mW | cells | utilization [%] |
|---|---|---|---|---|
| 2_1_floorplan | 504 | 0.0879 | 51 | - |
| 3_3_place_gp | 815 | 0.123 | 124 | 21.8 |
| 3_5_place_dp | 815 | 0.123 | 124 | 21.8 |
| 4_1_cts | 860 | 0.188 | 128 | 23.0 |
| 5_1_grt | 860 | 0.198 | 128 | 23.0 |
| 6_report | 860 | 0.183 | 128 | 23.0 |
[layout by cell type (no fill, tap or decap), drive strengths merged, types with 2 or more instances in the layout]
cell type / count
a21o: 2
a21oi: 5
a311o: 2
clkbuf: 4
clkdlybuf4s50: 25
dfxtp: 9
ha: 8
inv: 3
nand2: 3
nand3: 2
nor2: 2
nor2b: 2
nor3: 2
xnor2: 2
xor2: 2
Power figures rest on the tool's default switching activity, not on a simulated workload.
