<file path="flow/constraint.sdc">
current_design FIFO

set clk_period 3.5
set clk_io_pct 0.2

create_clock -name clk0 -period $clk_period [get_ports {clk}]

set non_clock_inputs [all_inputs -no_clocks]
set_input_delay [expr $clk_period * $clk_io_pct] -clock clk0 $non_clock_inputs
set_output_delay [expr $clk_period * $clk_io_pct] -clock clk0 [all_outputs]
</file>
<file path="flow/config.mk">
export PLATFORM = sky130hd
export DESIGN_NAME = FIFO
export DESIGN_NICKNAME = FIFO
export VERILOG_FILES = /design/flow/design.v
export SDC_FILE = /design/flow/constraint.sdc
export NUM_CORES = 4
export LEC_CHECK = 1
export CORE_UTILIZATION = 30
</file>
<file path="flow/run.sh">
#!/bin/bash
# OpenROAD 26Q1-2900-gdf79404cd8, Yosys 0.63+post, stock flow scripts
make -C /OpenROAD-flow-scripts/flow DESIGN_CONFIG=/design/flow/config.mk WORK_HOME=/design/flow/orfs finish
</file>
<file path="flow/design.v">
module FIFO(input clk, rst, wr, rd, 
            input [7:0] din,output reg [7:0] dout,
            output reg empty, full);
  reg [3:0] wptr = 0,rptr = 0,cnt = 0;
  reg [7:0] mem [15:0];
  always@(posedge clk)
    begin
      if(rst== 1'b1)
         begin
           cnt <= 0;
           wptr <= 0;
           rptr <= 0;
         end
      else if(wr && !full)
          begin
            if(cnt < 15) begin
            mem[wptr] <= din;
            wptr <= wptr + 1;
            cnt <= cnt + 1;
            end
          end
      else if (rd && !empty)
        begin
          if(cnt > 0) begin
          dout <= mem[rptr];
          rptr <= rptr + 1;
          cnt <= cnt - 1;
          end
        end 
      if(wptr == 15)
         wptr <= 0;
      if(rptr == 15)
         rptr <= 0;
    end
  assign empty = (cnt == 0) ? 1'b1 : 1'b0;
  assign full = (cnt == 15) ? 1'b1 : 1'b0;
endmodule
</file>
==> GITHUB_STEP_SUMMARY <==
## Synthesis and layout report

| Metric | Value |
|---|---|
| Status | finished clean |
| Worst r2r dst | dout[5] |
| Max_cap viols | 0 |
| Final WL | 11000 µm |
| P_leak | about 0.0023 µW |
| Synth Seq Share | 0.740 |
| Synth-to-Final Area Change | 20.5% |
| R2R depth | 4 |
| Vias in the first global route | between 3000 and 4000 |
| First-pass GRT wire length | 17100 µm |
| YS chip area | 5850 µm² |
| Final core utilization | 0.373 |
| Postcts setup bufs | 0 |
| Worst Path Max Fanout | 7 |
| First-pass DRT Iterations | 4 |
| R2r setup slk | roughly 1.4 ns |
| Cts repair resizes | 0 |
| H-tree levels | 4 |
| Core Area | 18900 µm² |
| Synthesized area per cell | 18.8 µm² |
| Cts-stage hold buffer count | 0 |
| Crit Path Class | reg -> out |
| Startpoint types | flop |
| Crit path capture type | primary output |
| Synthesized registers | 148 |
| CTS tree | built |
| Clock Power Share | 0.415 |
| DIE HEIGHT | 142 µm |
| Top Layout Cells | 136 x edfxtp_1, 32 x mux4_2, 23 x nor2_1 |
| Post-detail-place hpwl | approximately 7000 µm |
| Largest net degree at the start of global routing | 32 |
| NetSw | between 900 and 1000 µW |
| Tcrit/Tclk final | 0.769 |
| Warnings from Yosys | 3 |
| Setup violations, final | 0 |
| Crit path to | empty |
| Tool Warnings | 28 |
| Clk sinks | ~150 |
| Top cell area share | 0.698 |
| Layout cells sized above 1 | 0.228 |
| Actual slew at the worst max-slew pin | 0.680 ns |
| Residual DRC | 0 |
| Max clock buf depth | 2 |
| Sequential power share | 0.493 |
| Post-synthesis instance area | 5850 µm² |
| Final hold violation count | 0 |
| Port bufs | 21 |
| Io pins | 22 |
| Cell Rows | 50 |
| GRT Total Usage | 0.124 |
| Req. time, crit path | about 2.8 ns |
| Rel. slew slack | 0.545 |
| TritonCTS buffer count | 17 |
| Switching part of the total | 0.220 |
| Area leader, netlist | edfxtp_1 |
| RR Startpoint | rptr[0] |
| Dpl cells | 596 |
| Via count | a little under 3000 |
| Final Non-Filler Cells | 628 |
| Distinct lib cells | 35 |
| DRT iter0 DRCs | 177 |
| Power share of the combinational group | 0.092 |
| Ant. Diodes | 0 |
| Worst-path clk slew | 0.06 ns |
| Die W | between 100 and 150 µm |
| Total global routing overflow | 0 |
| Yosys Instances | 311 |
| Top cell excl fill/tap | edfxtp_1 |
| DR WL/cell | 17.5 µm |
| Post-Route Setup TNS | 0 ns |
| F_max | 371 MHz |
| Critical Path Source | cnt[0] |
| Max-slew violation count | 0 |
| Worst EP arrival | 1.99 ns |
| DR vias/cell | 4.66 |
| RePlAce Congestion | 0.839 |
| HP Class | reg -> reg |
| Detail Route Antenna Nets | 0 |
| Final min period | between 2 and 3 ns |
| Clock root buffer | clkbuf_16 |
| Gate Count Post-Synth | 311 |
| RSZ-0062 raised after global routing | no |
| Die area | 20100 µm² |
| Power per cell area | about 590 nW/µm² |
| Initial antenna violation count | 0 |
| Initial Util | 0.309 |
| Clk_skew | about 0.0068 ns |
| Clk latency of the worst-skew pair | 0.41 ns |
| Synth area leaders | edfxtp_1 70%, mux4_2 12%, dfxtp_1 4.1%, a22oi_1 2.1%, ha_1 1.5% |
| Internal Power | approximately 3200 µW |
| Worst IR Drop VDD | 0.308 mV |
[worst max-delay path, cell delays in order (launching register included)]
cell and delay [ns]:
dfxtp_1 0.39, nor4_1 0.61, clkdlybuf4s50_1 0.59
[power by group through the flow]
stage | Combinational [µW] | Clock, µW | Sequential [µW]
4_1_cts | 385 | 1750 | 2040
5_1_grt | 423 | 1820 | 2050
6_report | 380 | 1720 | 2040
[metal layers]
metal,global-route usage,vias to the layer above,wire [µm]
met5,0,-,0
met4,0.0164,0,150
met3,0.0749,9,1150
met2,0.181,116,5000
met1,0.171,1459,4670
li1,-,1342,-
[registers in the layout, indices dropped and copies added, names as in the netlist]
register,flops
rptr,4
mem,128
cnt,4
dout,8
wptr,4
[logic make-up after synthesis]
kind of cell / Yosys count / synth area share
adder cells (fa/ha/maj): 8 / 0.0184
AND-OR/OR-AND: 29 / 0.0402
buffers and inverters: 20 / 0.0139
multiplexers: 36 / 0.130
XOR/XNOR: 6 / 0.00899
AND/OR/NAND/NOR: 64 / 0.0488
flip-flops: 148 / 0.740
[worst min path at each step]
stage / startpoint / end / slack (ns) / cells after the start
4_1_cts: wptr[1] / wptr[1] / 0.52 / 2
6_report: wptr[1] / wptr[1] / 0.53 / 2
5_1_grt: wptr[1] / wptr[1] / 0.57 / 2
[cell usage after synthesis]
| cell type | number |
|---|---|
| a2111oi_4 | 1 |
| a21o_1 | 1 |
| a21oi_1 | 3 |
| a22oi_1 | 16 |
| a31o_2 | 2 |
| a31oi_1 | 1 |
| a41oi_1 | 1 |
| and2_1 | 1 |
| and2b_1 | 1 |
| and3_1 | 1 |
| buf_1 | 2 |
| buf_2 | 5 |
| clkbuf_1 | 8 |
| dfxtp_1 | 12 |
| edfxtp_1 | 136 |
| fa_1 | 1 |
| ha_1 | 7 |
| inv_1 | 5 |
| mux2i_1 | 4 |
| mux4_2 | 32 |
| nand2_1 | 18 |
| nand2b_1 | 2 |
| nand3_1 | 5 |
| nand4_1 | 2 |
| nor2_1 | 23 |
| nor2b_1 | 3 |
| nor3_1 | 6 |
| nor4_1 | 1 |
| o21ai_0 | 1 |
| o22ai_1 | 1 |
| o311a_1 | 1 |
| o41a_1 | 1 |
| or2_2 | 1 |
| xnor2_1 | 3 |
| xor2_1 | 3 |
[final cells by class]
class / count / area [µm²]
Clock buffer: 19 / 433
Clock inverter: 13 / 134
Fill cell: 1718 / 11900
Inverter: 5 / 18.8
Multi-Input combinational cell: 143 / 1440
Sequential cell: 148 / 4330
Tap cell: 260 / 325
Timing Repair Buffer: 40 / 365
[stage by stage]
stage / area [µm²] / hold WS, ns / total power, µW / worst slack, ns
floorplan: 5850 / 0.480 / 2320 / 1.10
global placement: 6480 / 0.494 / 2450 / 0.754
detailed placement: 6480 / 0.509 / 2460 / 0.721
CTS: 7040 / 0.517 / 4170 / 0.788
global route: 7040 / 0.568 / 4290 / 0.674
finish: 7040 / 0.527 / 4130 / 0.808
Power and IR drop assume default switching activity.
