<file path="flow/design.v">
module counter(
input clk,
input rst,
input up,
output reg [3:0] dout
);
  always@(posedge clk,posedge rst)
    begin
      if(rst == 1'b1)
         dout <= 0;
      else begin
        if(up == 1'b1)
           dout <= dout + 1;
        else
           dout <= dout - 1;
      end
    end
endmodule 
</file>
<file path="flow/run.sh">
#!/bin/bash
# OpenROAD 26Q1-2900-gdf79404cd8, Yosys 0.63+post, stock flow scripts
make -C /OpenROAD-flow-scripts/flow DESIGN_CONFIG=/design/flow/config.mk WORK_HOME=/design/flow/orfs finish
</file>
<file path="flow/config.mk">
export PLATFORM = sky130hd
export DESIGN_NAME = counter
export DESIGN_NICKNAME = counter
export VERILOG_FILES = /design/flow/design.v
export SDC_FILE = /design/flow/constraint.sdc
export NUM_CORES = 4
export LEC_CHECK = 1
export CORE_AREA = 10 10 70 70
export DIE_AREA = 0 0 80 80
</file>
<file path="flow/constraint.sdc">
current_design counter

set clk_period 2.1
set clk_io_pct 0.2

create_clock -name clk0 -period $clk_period [get_ports {clk}]

set non_clock_inputs [all_inputs -no_clocks]
set_input_delay [expr $clk_period * $clk_io_pct] -clock clk0 $non_clock_inputs
set_output_delay [expr $clk_period * $clk_io_pct] -clock clk0 [all_outputs]
</file>
==> writeup.txt <==
The last element of the critical path is dout[3]. The run gives 3 for the highest net fanout along the worst path. The worst register-to-register path begins at dout[1]. The report puts the cell count of the worst reg-to-reg path at 4. Counting distinct cell types in the post-synthesis netlist gives 8. Xor and xnor fraction of the mapped netlist area: 13.21%. The clock root buffer was clkbuf_4. Nets still carrying antenna violations after routing amount to 0. After layout, the worst setup slack is 494.0 ps. For the data arrival time of the critical path, the log shows 1760 ps. Registers are responsible for 35.3% of the overall power.

The chip width is 80 microns. Recorded from the global router log, the overflow total was 0. The number of logged tool warnings was 25; the height of the die was 80 microns.

The level count of the clock H-tree was 1; the fraction of power spent switching nets was 26.49%. For the clock tree buffer depth, the log shows 2. The run gives 100.1 sq um as the sequential cell area in the final layout. The capture point of the worst register-to-register path is recorded as dout[3].

After routing, the total negative slack on setup checks comes to 0 ps. The routed layout has 137 vias. The Yosys warning count was 1; the final clock skew was 0.3277 ps.

Once layout is complete, the utilization of the core stands at 9.927%. Average routed wire per standard cell: 5.943 microns. The transition at the pin with the smallest max-transition slack came out at 184.1 ps. The clock reaches the later pin of the worst-skew pair after 230 ps. Relative to the synthesized area, the layout overhead comes to 70.44%.

Of the total power, the clock network draws 25.2%. The net load switching power came out at 98.44 uW. The power density over the cells was 1096 mW/mm^2; the count of routing violations after the opening detailed-route iteration was 2. The worst-case reg-to-reg setup slack stands at 900 ps. The floorplan-stage core utilization is 5.824%.

The most critical hold endpoint after final layout shows a slack of 371.6 ps. With the synthesized area at 198.9 sq um, the yosys-reported design area after synthesis is 198.9 sq um. The logs give 87.64% for the tightest slew margin relative to the limit and 244.5 ps for the worst slack at placement. The first global-routing pass estimated 731 microns of wire. The worst-case vdd ir drop was 0.1700 mV. Number of buffers inserted by post-CTS setup repair: 0. Counting every sink on the clock net gives 4. The number of clock buffers added by TritonCTS is 3.

Per the detail_route report, DRC violations left total 0. Antenna repair during routing inserted a diode count of 0. After detailed routing, the total wire length is 416 microns. The critical path startpoint is up. The share of layout cells above drive strength 1 was 16.67%.

After floorplanning, the die was sized to cover 0.006400 sq mm. The internal power contribution is 273.2 uW. The run finished with clean final reports. The number of antenna violations at the first check in global routing came out at 0. The dominant non-sequential cell family after synthesis was adder cells.

Per the layout area report, the combinational gate area comes to 87.58 sq um. Ranked by flip-flop count, first place goes to dout. With the number of max-slew violations in the final report at 0, the number of buffers inserted by port buffering is 6. The worst path needs 1606 ps of the cycle, external delays included. The and-or/or-and share of the synthesized area came out at 8.176%. The tools report the nature of the critical path startpoint as a primary input. The classification of the worst setup path is in -> reg. After floorplanning, the core was divided into 21 placement rows. The synthesized netlist was found by Yosys to have 15 cells.

The run gives 0.6227 GHz as the highest clock rate. Of the total synthesized cell area, the portion taken by AND, OR, NAND and NOR gates is 0%. The final report lists the setup-violating endpoint count as 0. The layout has 406 filler cells. In the final report, the number of hold violations comes to 0.

The run gives 7 as the number of placed I/O pins. The number of gates resized after CTS was 0. In this run the standard cell core region covers 0.003416 sq mm.

The share of synthesized cell area in full adder, half adder and majority cells works out to 22.64%. The final critical path takes up 76.47% of the cycle. Entering global routing, the biggest net connects 5 pins.

The run gives 50.31% as the part of the Yosys area used for sequential elements. In the CTS report, the clock slew at the register clock pins of the worst setup and hold paths is listed as 40 ps. For the static leakage power, the log shows 0.1415 nW.

The kind of end point of the critical path was a flop. The first-pass iteration count of the detailed router is 2, and the combinational share of power is 39.5%. The cell count after synthesis came out at 15.

In this run, post-CTS hold repair placed 0 buffers. The run gives 147 for the via count of the first global-routing pass. Data on the critical path is required at its endpoint by 2260 ps. The count of max-cap constraint violations was 0; the area of all placed cells without fillers was 339.1 sq um. The tools report the global placement routability congestion as 0.7481.

The min-delay analysis places its worst path in the category in -> async. The flip-flop count of the largest register, all copies and words added was 4. Per the detailed placement report, the placed cell area equals 316.6 sq um. TritonCTS built the clock tree.

The mean cell area of the mapped netlist came out at 13.26 sq um. The total routing usage reported by global routing was 1.627%. The largest registers in the layout are dout: 4 flops. The via density per instance came out at 1.957. Setup repair after global routing left no endpoint under its margin. Synthesis inferred 4 register bits. In the synthesized netlist, mux cells make up 0% of the area.
[per-layer routing]
layer / vias to the layer above / part of all wire, % / global-route usage, %
met5: - / 0 / 0
met4: 0 / 0 / 0.1761
met3: 0 / 31 / 2.841
met2: 10 / 27 / 1.204
met1: 61 / 42 / 1.948
li1: 66 / - / -
[stage by stage]
step	power (mW)	cells
6_report	0.3716	70
5_1_grt	0.4158	70
4_1_cts	0.3833	70
3_5_place_dp	0.2848	67
3_3_place_gp	0.2806	67
2_1_floorplan	0.2036	15
[power by group through the flow]
| stage | Clock (mW) | Sequential (mW) | Combinational, mW |
|---|---|---|---|
| after CTS | 0.0984 | 0.133 | 0.152 |
| after global routing | 0.104 | 0.138 | 0.174 |
| final | 0.0938 | 0.131 | 0.147 |
[synth_stat cells]
cell / count / area share [%]
a21o_1: 1 / 3.8
xnor2_1: 2 / 8.8
dfrtp_1: 4 / 50
inv_1: 3 / 5.7
ha_1: 2 / 13
xor2_1: 1 / 4.4
fa_1: 1 / 10
a21oi_2: 1 / 4.4
[how the worst min path moves through the flow]
stage	from	to	slack [ps]
CTS	rst	dout[3]	370
global route	rst	dout[1]	390
finish	rst	dout[3]	370
[cell type report]
class,count,share of cell area (%)
inverter,3,3.321
clock buffer,3,6.642
tap,46,16.97
sequential,4,29.52
timing repair buffer,6,17.71
multi-input combinational,8,25.83
[placed cells by master (no fill, tap or decap)]
master,count
clkbuf_4,3
xor2_1,1
clkdlybuf4s50_1,6
inv_1,3
fa_1,1
a21o_1,1
ha_1,2
xnor2_1,2
dfrtp_1,4
a21oi_2,1
[worst max-delay path: stages]
cell,delay [ps]
clkdlybuf4s50_1,500
inv_1,100
ha_1,300
a21o_1,190
a21oi_2,140
xnor2_1,120
[kinds of logic after synthesis]
group,after synthesis
xor gates and xnor gates,3
AOI/OAI and AO/OA,2
buffers and inverters,3
adders and majority gates,3
DFF,4
Power figures rest on the tool's default switching activity, not on a simulated workload.
